[flow/design.v]
`timescale 1ns / 1ps
module MUX32BIt(input [31:0] in0, in1, input sel, output reg [31:0] out);
    always @(*) begin
        out = sel ? in1 : in0;
    end
endmodule
[flow/run.sh]
#!/bin/bash
# OpenROAD 26Q1-2900-gdf79404cd8, Yosys 0.63+post, stock flow scripts
make -C /OpenROAD-flow-scripts/flow DESIGN_CONFIG=/design/flow/config.mk WORK_HOME=/design/flow/orfs finish
[flow/config.mk]
export PLATFORM = sky130hd
export DESIGN_NAME = MUX32BIt
export DESIGN_NICKNAME = MUX32BIt
export VERILOG_FILES = /design/flow/design.v
export SDC_FILE = /design/flow/constraint.sdc
export NUM_CORES = 4
export LEC_CHECK = 1
export CORE_AREA = 10 10 70 70
export DIE_AREA = 0 0 80 80
[flow/constraint.sdc]
current_design MUX32BIt

set clk_period 1.0
set clk_io_pct 0.2

create_clock -name clk0 -period $clk_period

set non_clock_inputs [all_inputs -no_clocks]
set_input_delay [expr $clk_period * $clk_io_pct] -clock clk0 $non_clock_inputs
set_output_delay [expr $clk_period * $clk_io_pct] -clock clk0 [all_outputs]
==> qor.yml <==
status: "complete, but fails checks"
violations: "setup timing"
crit_fanout: 7
route.detailed.drc: 0
grt_max_degree: 8
crit_type: "input port to primary output"
io_buffers: 97
critPathLaunchType: "input port"
die_y_um: 80
hpwl_um: 2396
area.growth.synth_to_final_pct: 212.0
cts_hold_buf: 0
avgSynthCellArea_um2: 15.12
row_count: 21
flop_area_um2: 0
antenna_found_initial: 0
power_mw: 0.6599
dp_slack_ns: -0.4966
fin_crit_ns: 1.175
worst_pin_slew_ns: 0.06111
crit_arrival_ns: 0.98
synth.distinct_cells: 4
maxCapViolCount: 0
hold_violations: 0
critPathLaunch: "sel"
grt_pass1_wl_um: 4146
min_period_over_period_pct: 117.5
gp_congestion: 0.7595
fp-utilization_pct: 15.93
slew_headroom_pct: 95.92
hold_class: "input port to primary output"
ys_cells: 36
powerDensity_nw_per_um2: 388.7
clkbuf_count: 0
drt_wl_total_um: 2849
grt.total_usage_pct: 7.873
p_leak_nw: 0.9905
antenna_left: 0
n_antenna_cell: 0
warnings: 34
hp-start: "in0[24]"
ff_count: 0
synth_area_um2: 544.3
synthCells: 36
firstDrtPassIters: 2
die_w_um: 80
slew_violations: 0
die_area_um2: 6400
endpoint_kind: "primary output"
dr.first_iter.drc_count: 4
peakVddDrop_mv: 0.1734
io_pins: 97
grt_pass1_vias: 824
postSynthSeqShare_pct: 0
yosys_warnings: 1
finalSetupViolations: 32
fmax_mhz: 850.8
fin_ws_ns: -0.1754
grt-ovfl-total: 0
final_layout_size_suffix_gt1_share_pct: 56.16
fp.coreArea_um2: 3416
crit_required_ns: 0.80
viasPerCell: 3.802
vias: 730
ys_chip_area_um2: 544.3
rsz0062_at_grt: "true"
wl_per_cell_um: 14.84
-- cell families after synthesis --
group	share of synthesized area [%]
mux	86.90
buf+inv	13.10
-- synth_stat cells, drive strengths merged --
cell type,number,share of area (%)
buf,4,13
mux2,32,87
-- power by group --
group | internal (mW) | switching (mW) | leakage (nW)
Sequential | 0 | 0 | 0
Combinational | 0.519 | 0.141 | 0.990
Clock | 0 | 0 | 0
Total | 0.519 | 0.141 | 0.990
-- worst max-delay path, stage by stage --
cell    delay [ns]
buf_12        0.11
buf_12        0.13
buf_8         0.12
mux2_4        0.30
buf_6         0.11
-- layout by cell type (no fill, tap or decap) --
cell,instances
buf_12,3
buf_16,1
buf_2,12
buf_4,2
buf_6,29
buf_8,3
clkdlybuf4s50_1,10
dlygate4sd2_1,40
dlymetal6s2s_1,14
mux2_4,32
-- final cells by class --
class	instances	area, µm²
multi-input cells	32	480.5
fillers	327	1718
well taps	46	57.56
repair buffers	114	1160
-- per-stage QoR --
step	hold slack, ns	setup TNS (ns)	utilization [%]	instances	instance area, µm²
floorplan	0.4977	0	-	36	544.3
global placement	1.331	-15.25	44.98	177	1536
detailed placement	1.335	-15.27	44.98	177	1536
CTS	0.8004	-5.196	47.03	192	1607
global route	0.7141	-5.619	49.71	192	1698
finish	0.6943	-5.032	49.71	192	1698
-- what timing repair did --
item / in CTS / in global routing
setup endpoints to repair: 32 / 32
buffers inserted: 14 / 0
cloned: 1 / 0
resized: 170 / 23
-- layer usage --
layer	vias to the layer above	GRT usage (%)	share of wire (%)
li1	362	-	-
met1	317	8.965	40
met2	51	14.29	49
met3	0	3.068	11
met4	0	0	0
met5	-	0	0
-- worst paths after layout --
path | end | slack [ns] | cells past startpoint
min | out[24] | 0.69 | 3
max | out[31] | -0.18 | 5
Power is estimated from default activity; no workload was simulated.
