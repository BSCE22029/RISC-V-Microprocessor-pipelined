### flow/run.sh
#!/bin/bash
# OpenROAD 26Q1-2900-gdf79404cd8, Yosys 0.63+post, stock flow scripts
make -C /OpenROAD-flow-scripts/flow DESIGN_CONFIG=/design/flow/config.mk WORK_HOME=/design/flow/orfs finish
### flow/config.mk
export PLATFORM = sky130hd
export DESIGN_NAME = PipelineReg
export DESIGN_NICKNAME = PipelineReg
export VERILOG_FILES = /design/flow/design.v
export SDC_FILE = /design/flow/constraint.sdc
export NUM_CORES = 4
export LEC_CHECK = 1
export CORE_AREA = 10 10 85 85
export DIE_AREA = 0 0 95 95
### flow/constraint.sdc
current_design PipelineReg

set clk_period 1.0
set clk_io_pct 0.2

create_clock -name clk0 -period $clk_period [get_ports {clk}]

set non_clock_inputs [all_inputs -no_clocks]
set_input_delay [expr $clk_period * $clk_io_pct] -clock clk0 $non_clock_inputs
set_output_delay [expr $clk_period * $clk_io_pct] -clock clk0 [all_outputs]
### flow/design.v
`timescale 1ns / 1ps
module PipelineReg #(parameter WIDTH = 32)(input clk, reset, input [WIDTH-1:0] din, output reg [WIDTH-1:0] dout);
    always @(posedge clk or posedge reset) begin
        if (reset)
            dout <= 0;
        else
            dout <= din;
    end
endmodule
==> out/qor.rpt <==
===============================================================================================
Run status .......................................................................    completed
Combined global-route utilization of all metal layers ............................        5.56%
Registers with the most flip-flops ............................................... dout: 32 flops
Distinct cell type count of the synthesized netlist ..............................            2
Share of post-route cells with drive strength above 1 ............................        38.9%
Transition time at the pin with the least slew margin ............................     0.155 ns
Chip Area ........................................................................    9030 um^2
Via total after detailed routing .................................................          540
Critical path buffers and inverters ..............................................            1
Number of I/O pins ...............................................................           66
Routability congestion estimate from global placement ............................        0.695
Number of antenna violations at the first check in global routing ................            1
Arrival @ worst endpoint .........................................................      0.75 ns
Worst setup EP type .............................................................. primary output
Synth-to-Final Area Change .......................................................        87.2%
Yosys Instances ..................................................................           33
Antenna-violating nets left ......................................................            0
Peak clock frequency supported by timing .........................................     1.06 GHz
Number of setup buffers added after CTS ..........................................            0
Clock Tree Buf Depth .............................................................            2
Worst hold-check path type .......................................................     in2async
Finished Cell Area ...............................................................    1510 um^2
Footprint of the flip-flops and latches ..........................................     801 um^2
Gate count of the mapped netlist .................................................           33
Worst rel slew slack .............................................................        89.6%
Detailed Place HPWL ..............................................................      2090 um
Maximum resistive drop on vdd ....................................................     0.415 mV
Iteration tally of the first detailed-router pass ................................            2
CP max FO ........................................................................            1
Period Utilization, post-route ...................................................        94.5%
Remaining Overflow, GRT ..........................................................            0
Average instance area after synthesis ............................................    24.4 um^2
Detail-routed via count per cell .................................................         2.98
Unrepaired setup endpoints after global routing ..................................        false
Clock input transition at the sequential cells of the worst setup and hold paths .      0.07 ns
Number of fill cells in the layout ...............................................          572
Number of hold violations in the final report ....................................            0
Worst Path Class, Setup ..........................................................      reg2out
Max-cap violations ...............................................................            0
Setup_tns ........................................................................         0 ns
Count of non-filler cells in the finished layout .................................          181
Detailed-route wire length per cell ..............................................      13.8 um
Largest delay share family, worst path ...........................................   flip-flops
Most flops, register .............................................................         dout
IO buf count .....................................................................           65
Register bit total from synthesis ................................................           32
Number of global-route vias before repair ........................................          612
Leakage power total ..............................................................  0.000698 uW
Total power after layout .........................................................      2640 uW
Max reg flops ....................................................................           32
Aggregate routed wire length .....................................................      2500 um
Wire length of the first global-routing pass .....................................      3710 um
Final min period .................................................................     0.945 ns
Multi-input combinational cell area ..............................................       0 um^2
Worst stage delay on the critical path ...........................................      0.36 ns
Startpoint Class .................................................................    flip-flop
Number of rows in the core area ..................................................           27
Number of logic gates ............................................................            0
Cell area after technology mapping ...............................................     805 um^2
Clk sinks ........................................................................           32
Starting density of the core .....................................................        14.7%
Synth warnings ...................................................................            1
Endpoints failing setup ..........................................................            0
Clock root cell ..................................................................     clkbuf_8
Vertical die dimension ...........................................................        95 um
Worst endpoint required time .....................................................      0.80 ns
Die span in x ....................................................................        95 um
Log Warnings .....................................................................           25
Power density over the cells ..................................................... 1750 nW/um^2
Max-slew violation count .........................................................            0
Post-synthesis sequential area ratio .............................................        99.5%
Area reported by Yosys stat ......................................................     805 um^2
Number of instances in the placed design .........................................          173
CTS tree .........................................................................        built
Area after detailed placement ....................................................    1570 um^2
Drt first-iter violations ........................................................            2
Cell Chain, Critical Path ........................................................        buf_2
Placeable core area ..............................................................    5470 um^2
DRC violation count after routing ................................................            0
H-tree depth reported by CTS .....................................................            2
CTS buffer count .................................................................            5
Slowest cell on the critical path ................................................      dfrtp_1
Pin count of the biggest net entering global routing .............................           13
===============================================================================================
[how the worst max path moves through the flow]
stage                     start      end  slack, ns  cells past startpoint
CTS           dout[8]$_DFF_PP0_  dout[8]       0.02                      1
global route  dout[6]$_DFF_PP0_  dout[6]      0.002                      1
finish        dout[8]$_DFF_PP0_  dout[8]       0.05                      1
[layout make-up]
type                    instances  area share, %
inverters                       1          0.249
repair buffers                 68           34.1
flip-flops and latches         32           53.2
clock buffers                   7           6.40
diodes                          1          0.166
well taps                      72           5.98
[kinds of logic after synthesis]
group	count (synthesis)	share of synthesized area (%)
DFF	32	99.5
buffers and inverters	1	0.466
[where the power goes]
group	internal [uW]	leakage, uW	switching, uW
registers	1360	0.000373	12.4
logic	160	0.000275	54.0
clock network	612	0.0000503	438
total	2130	0.000698	504
[stage by stage]
stage	util [%]	setup slack, ns	hold slack [ns]
4_1_cts	27.5	0.0229	0.294
3_5_place_dp	28.6	0.0159	0.607
2_1_floorplan	-	0.109	0.231
5_1_grt	27.5	0.00165	0.312
6_report	27.5	0.0546	0.295
3_3_place_gp	28.6	0.0245	0.617
[metal layers]
metal	routed length, um	vias up	GRT usage [%]
met5	0	-	0
met1	929	246	6.81
li1	-	248	-
met4	54	0	1.12
met3	434	7	4.65
met2	1080	39	7.44
[synthesized netlist by cell type]
library cell / count / area share (%)
inv_1: 1 / 0.47
dfrtp_1: 32 / 100
[cells in the final DEF, fill, tap and decap left out]
| cell type | n |
|---|---|
| buf_2 | 32 |
| buf_4 | 3 |
| clkbuf_8 | 7 |
| clkdlybuf4s50_1 | 33 |
| dfrtp_1 | 32 |
| diode_2 | 1 |
| inv_1 | 1 |
[what timing repair did]
item | 4_1_cts | 5_1_grt
setup endpoints to repair | 32 | 0
gates resized | 96 | 0
hold buffers | 0 | 0
No activity file was given, so power comes from the tool's default toggle rates.
