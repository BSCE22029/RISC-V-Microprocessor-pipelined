$ cat ./design.v
`timescale 1ns / 1ps
module Adder32(
input [31:0] a, b, output reg [31:0] sum);
    always @(*) begin
        sum = a + b;
    end
endmodule
$ cat ./run.sh
#!/bin/bash
# OpenROAD 26Q1-2900-gdf79404cd8, Yosys 0.63+post, stock flow scripts
make -C /OpenROAD-flow-scripts/flow DESIGN_CONFIG=/design/flow/config.mk WORK_HOME=/design/flow/orfs finish
$ cat ./config.mk
export PLATFORM = sky130hd
export DESIGN_NAME = Adder32
export DESIGN_NICKNAME = Adder32
export VERILOG_FILES = /design/flow/design.v
export SDC_FILE = /design/flow/constraint.sdc
export NUM_CORES = 4
export LEC_CHECK = 1
export CORE_AREA = 10 10 94 94
export DIE_AREA = 0 0 104 104
$ cat ./constraint.sdc
current_design Adder32

set clk_period 24.1
set clk_io_pct 0.2

create_clock -name clk0 -period $clk_period

set non_clock_inputs [all_inputs -no_clocks]
set_input_delay [expr $clk_period * $clk_io_pct] -clock clk0 $non_clock_inputs
set_output_delay [expr $clk_period * $clk_io_pct] -clock clk0 [all_outputs]
==> notes.md <==
Physical implementation status

Timing would allow up to between 0.07 and 0.08 GHz. Detailed routing inserted a total of 2,114 vias. The peak fanout along the critical path stands at 4. Note that the worst hold path type here is primary input to output port. The number of OpenROAD warnings stands at 32. The run finished with clean final reports. The cell area after synthesis stands at roughly 1700 µm². Setup total negative slack on the finished layout was measured at 0 ns. The number of antenna violations at the first check in global routing stands at 0.

For reference, the final report shows the max-slew violation count at 0. The cell count after synthesis came out at between 200 and 250. After layout, the design draws a total of roughly 0.08 mW. In the post-route report, total wirelength is listed as slightly below 6000 µm.

After clock tree synthesis, the setup repair step added 0 buffers. The mean cell area of the mapped netlist stands at ~7.2 µm². The first-pass iteration count of the detailed router stands at 4. STA classifies the critical path endpoint as an output port. The total DRC errors in the routed layout stands at 0. roughly 96 I/O pins were placed. The number of global-route vias before repair is 2,054. The layout sequential cell count stands at 0.

Entering global routing, the biggest net connects 11 pins. The instance count along the most critical hold path stands at 3. The ratio of routed vias to standard cells stands at between 5 and 6.

At the end of routability-driven placement, the weighted congestion stood at between 0.8 and 0.9. The clock buffer count in the final layout stands at 0. The report lists the cells along the critical path as clkdlybuf4s50_1 > ha_1 > fa_1 > a21o_1 > a31o_2 > nand3_1 > o221ai_1 > a311oi_1 > o21bai_1 > xor2_1 > clkdlybuf4s50_1. The floorplan step set the die width to roughly 100 µm. 0 antenna diodes ended up in the layout. The finished layout holds around 420 standard cells, fillers aside. In the global route stage, overall resource usage came out at 0.104. The power density over the cells stands at about 29 nW/µm². The first-pass GRT wire length stands at around 9800 µm. The number of nets with antenna violations after routing stands at 0. The buffer_ports step reported a buffer count of ~96. Per Yosys stat, the portion of area used by sequential elements is 0. At the pin with the least slew margin, the transition time is 0.527 ns. The core box area stands at around 6800 µm². The area of the die stands at 10,800 µm². Per the GRT congestion report, total overflow comes to 0. The OpenROAD report gives the critical path a data arrival time of roughly 7.8 ns. In the final routed layout, each cell accounts on average for ~14 µm. The leakage power total stands at roughly 1.2 nW.

Yosys mapped the design onto 50 distinct sky130hd cell types. The core utilization at floorplan stands at 0.255. The height of the die stands at roughly 100 µm. The max capacitance violation total stands at 0. The post-route worst hold slack stands at between 10 and 15 ns. The detailed placer reported the number of placed instances as about 420. The relative slew slack stands at 0.640. Note, the detailed placer reported a final HPWL of 5190 µm. The sequential cell area in the final layout stands at 0 µm². The total of endpoints with negative setup slack in the final report stands at 0. The warning count from the yosys run stands at 1. In the finished design, the share of the clock period the worst path needs comes to 0.522. Setup repair after global routing left no endpoint under its margin.

The number of gates resized after CTS stands at 0. The worst VDD IR drop from the latest analysis is 0.0000121 V. The summed standard-cell area reported by yosys stands at roughly 1700 µm². The post-layout minimum cycle time stands at 12.58 ns. In the final layout, the share of cells above drive strength 1 is 0.0307.

The worst setup path is launched from a primary input. By startpoint and endpoint, the worst setup path is classified as primary input to output port. The critical path's slowest stage uses the library cell sky130_fd_sc_hd__clkdlybuf4s50_1. According to the timing report, the data required time at the worst endpoint equals roughly 19 ns. Counting stages on the worst path, the most repeated cell is sky130_fd_sc_hd__clkdlybuf4s50_1. Per the run report, area growth between synthesis and finish was 59.5%.

The highest cell delay on the worst timing path stands at just under 0.5 ns. The cell count in the Yosys report stands at about 240. The number of DRC markers in iteration 0 stands at between 70 and 80. The number of rows created at floorplan stands at 30. The number of hold-repair buffers added at the cts stage stands at 0.

The number of hold violations in the final report stands at 0.
[cells in the final DEF, fill, tap and decap left out, drive strengths merged, types with 2 or more instances in the layout]
cell type and count:
o21ai 15, nor3 4, nand3 10, a21o 19, or2 3, a311oi 3, nand2b 2, a31oi 3
ha 31, xnor2 13, mux2i 2, clkdlybuf4s50 96, o311ai 2, xor2 15, o21bai 5, o221ai 2
nand4 8, o21a 2, nor2 12, a21oi 29, nand2 18, o211ai 3, a211oi 3, inv 6
[power breakdown]
part           leakage (nW)  internal [mW]  switching [mW]
clock                     0              0               0
sequential                0              0               0
combinational          1.18         0.0483          0.0318
[through the flow]
stage	setup slack, ns	util	instance area [µm²]
detailed placement	11.49	0.407	2780
global placement	11.54	0.407	2780
finish	11.52	0.407	2780
floorplan	12.63	-	1740
global route	11.30	0.407	2780
CTS	11.48	0.407	2780
[cells in the mapped netlist, types with 2 or more instances]
cell type,instances,area [µm²]
sky130_fd_sc_hd__nand4_1,8,50.1
sky130_fd_sc_hd__o211ai_1,3,22.5
sky130_fd_sc_hd__xnor2_1,13,114
sky130_fd_sc_hd__a31oi_1,3,18.8
sky130_fd_sc_hd__nand3_1,10,50.1
sky130_fd_sc_hd__o21bai_1,4,30.0
sky130_fd_sc_hd__a21oi_1,29,145
sky130_fd_sc_hd__a211oi_1,3,22.5
sky130_fd_sc_hd__nor3_1,4,20.0
sky130_fd_sc_hd__nand2_1,18,67.6
sky130_fd_sc_hd__or2_2,3,18.8
sky130_fd_sc_hd__clkbuf_1,8,30.0
sky130_fd_sc_hd__mux2i_1,2,20.0
sky130_fd_sc_hd__nand2b_1,2,12.5
sky130_fd_sc_hd__a311oi_1,2,17.5
sky130_fd_sc_hd__o221ai_1,2,17.5
sky130_fd_sc_hd__o311ai_1,2,17.5
sky130_fd_sc_hd__xor2_1,15,131
sky130_fd_sc_hd__o21ai_0,13,65.1
sky130_fd_sc_hd__nor2_1,12,45.0
sky130_fd_sc_hd__buf_2,2,10.0
sky130_fd_sc_hd__inv_1,6,22.5
sky130_fd_sc_hd__ha_1,31,388
sky130_fd_sc_hd__o21a_1,2,15.0
sky130_fd_sc_hd__a21o_1,19,143
[final cells by class]
class              count  area [µm²]
multi-input cells    224        1680
inverters              6        22.5
fillers              701        4050
well taps             96         120
repair buffers        96         961
[critical path, delay by kind of cell]
kind                       cells  cell delay, ns
and+or+nand+nor                1            0.09
xor gates and xnor gates       1            0.15
AOI/OAI and AO/OA              5            1.17
adders and majority gates      2            0.64
buffers and inverters          2            0.89
[final timing paths]
check | startpoint | end | slack (ns)
max | a[0] | sum[26] | 11.52
min | b[0] | sum[0] | 10.67
[routing by layer]
metal,vias to the layer above,global-route usage,wire [µm]
met1,965,0.149,2860
met5,-,0,0
met3,0,0.0188,356
met2,63,0.167,2670
li1,1086,-,-
met4,0,0,0
[kinds of logic (layout without fill, tap and decap cells)]
kind of cell | count (synthesis) | in the layout | share of synthesized area
simple gates | 65 | 65 | 0.183
xor+xnor | 28 | 28 | 0.141
mux | 2 | 2 | 0.0115
buf+inv | 17 | 102 | 0.0380
compound gates | 97 | 97 | 0.393
fa+ha+maj | 32 | 32 | 0.234
Power is estimated from default activity; no workload was simulated.
